## design.v

```verilog
module ALU(rs,rt,op,rd);
	input wire [31:0] rs;
	input wire [31:0] rt;
	input wire [3:0] op;
	output reg [31:0] rd;
	always @(*)
    begin
		case(op)
            4'b1000:  
                rd = rs + rt ;
            4'b0100:  
                rd = rs - rt ;
            4'b0010:  
                rd = rs * rt;
            4'b0001:  
                rd = rs/rt;
            default:  rd = rs + rt ;
        endcase
	end
endmodule
```

## run.sh

```bash
#!/bin/bash
# OpenROAD 26Q1-2900-gdf79404cd8, Yosys 0.63+post, stock flow scripts
make -C /OpenROAD-flow-scripts/flow DESIGN_CONFIG=/design/flow/config.mk WORK_HOME=/design/flow/orfs finish
```

## config.mk

```make
export PLATFORM = sky130hd
export DESIGN_NAME = ALU
export DESIGN_NICKNAME = ALU
export VERILOG_FILES = /design/flow/design.v
export SDC_FILE = /design/flow/constraint.sdc
export NUM_CORES = 4
export LEC_CHECK = 1
export CORE_UTILIZATION = 30
```

## constraint.sdc

```tcl
current_design ALU

set clk_period 323.4
set clk_io_pct 0.2

create_clock -name clk0 -period $clk_period

set non_clock_inputs [all_inputs -no_clocks]
set_input_delay [expr $clk_period * $clk_io_pct] -clock clk0 $non_clock_inputs
set_output_delay [expr $clk_period * $clk_io_pct] -clock clk0 [all_outputs]
```

==> impl_metrics.prom <==
# HELP chip_impl_metric Yosys and OpenROAD flow results
# TYPE chip_impl_metric gauge
chip_impl_metric{name="n_sequential_cell",unit=""} 0
chip_impl_info{name="critPathLaunch",value="rt[29]"} 1
chip_impl_metric{name="grt_pass1_wl",unit="microns"} 312000
chip_impl_metric{name="drive_gt1_share",unit="%"} 5.87
chip_impl_metric{name="final-setup-viol-count",unit=""} 0
chip_impl_metric{name="fin_util",unit="%"} 33.0
chip_impl_info{name="endpoint_kind",value="primary output"} 1
chip_impl_metric{name="route.antenna.remaining_nets",unit=""} 0
chip_impl_metric{name="drt_first_pass_iters",unit=""} 5
chip_impl_metric{name="ir_worst_vdd",unit="V"} 0.0000372
chip_impl_metric{name="leakage",unit="uW"} 0.0240
chip_impl_metric{name="avgViaCountPerCell",unit=""} 5.70
chip_impl_metric{name="cp_data_required_time",unit="ns"} 258.72
chip_impl_metric{name="path_max_fanout",unit=""} 40
chip_impl_metric{name="area_growth_syn_to_layout",unit="%"} 8.62
chip_impl_metric{name="worstPathArrival",unit="ns"} 151.82
chip_impl_info{name="hp-start",value="op[1]"} 1
chip_impl_metric{name="drtIter0Drc",unit=""} 3899
chip_impl_metric{name="ys_seq_share",unit="%"} 0
chip_impl_metric{name="routed_wire_length_per_instance",unit="microns"} 24.6
chip_impl_metric{name="setup-tns-final",unit="ns"} 0
chip_impl_metric{name="whs_path_depth",unit=""} 5
chip_impl_metric{name="portion_of_synthesized_cell_area_occupied_by_the_leading_cell_type",unit="%"} 18.3
chip_impl_info{name="critPathMostFrequentCell",value="sky130_fd_sc_hd__ha_1"} 1
chip_impl_metric{name="yosysWarningCount",unit=""} 1
chip_impl_metric{name="yosys_stat_chip_area",unit="sq um"} 47000
chip_impl_info{name="timing.hold.worst_endpoint",value="rd[22]"} 1
chip_impl_metric{name="timing.slew.headroom",unit="%"} 25.3
chip_impl_info{name="yosys.area.top_type",value="sky130_fd_sc_hd__ha_1"} 1
chip_impl_metric{name="grt_usage",unit="%"} 27.1
chip_impl_metric{name="place.detailed.hpwl",unit="microns"} 171000
chip_impl_metric{name="postCtsHoldBufs",unit=""} 0
chip_impl_metric{name="drc",unit=""} 0
chip_impl_metric{name="drv_slew",unit=""} 0
chip_impl_metric{name="placementRows",unit=""} 144
chip_impl_metric{name="grt_pass1_vias",unit=""} 47583
chip_impl_metric{name="fp-utilization",unit="%"} 30.4
chip_impl_metric{name="synth-cells-yosys",unit=""} 6531
chip_impl_info{name="hold_class",value="in2out"} 1
chip_impl_metric{name="port_buffers",unit=""} 100
chip_impl_metric{name="maxCapViolCount",unit=""} 0
chip_impl_info{name="critical_path.slowest_cell",value="sky130_fd_sc_hd__a2111oi_1"} 1
chip_impl_metric{name="seq_area",unit="sq um"} 0
chip_impl_metric{name="grt_start_max_net_pins",unit=""} 41
chip_impl_metric{name="clkbuf_count",unit=""} 0
chip_impl_metric{name="grt-ovfl-total",unit=""} 0
chip_impl_metric{name="die_h",unit="microns"} 398
chip_impl_metric{name="openroad.warnings",unit=""} 37
chip_impl_metric{name="timing.final.hold_violations",unit=""} 0
chip_impl_metric{name="clock.fmax",unit="GHz"} 0.00462
chip_impl_info{name="cp-start-kind",value="input pin"} 1
chip_impl_info{name="timing.setup.critical_path_class",value="in2out"} 1
chip_impl_metric{name="initial_antenna_violation_count",unit=""} 12
chip_impl_metric{name="finalCriticalPeriod",unit="ns"} 216.50
chip_impl_metric{name="post-cts-setup-buffers",unit=""} 0
chip_impl_metric{name="gp_congestion",unit=""} 1.04
chip_impl_metric{name="chipArea",unit="sq um"} 158000
chip_impl_info{name="run_status",value="complete, no violations"} 1
chip_impl_metric{name="ioPinCount",unit=""} 100
chip_impl_metric{name="mappedNetlistArea",unit="sq um"} 47000
chip_impl_metric{name="vias",unit=""} 49051
chip_impl_metric{name="final.period_utilization",unit="%"} 66.9
chip_impl_metric{name="coreArea",unit="sq um"} 155000
chip_impl_metric{name="synthesis.area_per_instance",unit="sq um"} 7.20
chip_impl_metric{name="synthesis.instances",unit=""} 6531
chip_impl_metric{name="crit_path_max_cell_delay",unit="ns"} 1.01
chip_impl_metric{name="worstMarginPinSlew",unit="ns"} 1.12
chip_impl_metric{name="p_switching",unit="uW"} 309
chip_impl_metric{name="post_synth_num_cell_types",unit=""} 95
chip_impl_metric{name="power.density_cell_area",unit="nW/um^2"} 9.81
chip_impl_metric{name="switching_share",unit="%"} 61.7
chip_impl_metric{name="ctsResizeCount",unit=""} 0
chip_impl_metric{name="cellInternalPower",unit="uW"} 192
chip_impl_metric{name="routed_wl",unit="microns"} 212000
chip_impl_metric{name="die_width",unit="microns"} 398
chip_impl_info{name="netlist_top_cells_area",value="sky130_fd_sc_hd__ha_1 18%, sky130_fd_sc_hd__fa_1 17%, sky130_fd_sc_hd__nand2_1 7.0%"} 1
chip_impl_info{name="rsz_0062_raised_after_global_routing",value="false"} 1
chip_impl_metric{name="nFillCells",unit=""} 16454
cell families after synthesis:
| family | synth area share (%) |
|---|---|
| AND-OR/OR-AND | 23.8 |
| XOR/XNOR | 8.44 |
| adder cells (fa/ha/maj) | 35.7 |
| buffers and inverters | 7.52 |
| multiplexers | 2.23 |
| AND/OR/NAND/NOR | 22.3 |
worst max-delay path by stage:
stage	endpoint
after CTS	rd[0]
after global routing	rd[0]
final	rd[0]
synthesized netlist by cell type, types with 84 or more instances:
| cell | n |
|---|---|
| sky130_fd_sc_hd__xor2_1 | 152 |
| sky130_fd_sc_hd__and2_1 | 84 |
| sky130_fd_sc_hd__nor2_1 | 561 |
| sky130_fd_sc_hd__xnor2_1 | 301 |
| sky130_fd_sc_hd__nand2_1 | 877 |
| sky130_fd_sc_hd__o21ai_0 | 298 |
| sky130_fd_sc_hd__a21o_1 | 180 |
| sky130_fd_sc_hd__ha_1 | 687 |
| sky130_fd_sc_hd__inv_1 | 676 |
| sky130_fd_sc_hd__fa_1 | 409 |
| sky130_fd_sc_hd__o21a_1 | 144 |
| sky130_fd_sc_hd__clkbuf_1 | 214 |
| sky130_fd_sc_hd__nor3_1 | 166 |
| sky130_fd_sc_hd__a21oi_1 | 391 |
| sky130_fd_sc_hd__nand3_1 | 129 |
stage by stage:
| stage | instance area, sq um | hold WS [ns] | power (uW) | worst slack (ns) | cells |
|---|---|---|---|---|---|
| finish | 51100 | 131.12 | 501 | 106.90 | 8609 |
| global placement | 51000 | 131.09 | 489 | 109.19 | 8603 |
| detailed placement | 51000 | 131.10 | 488 | 108.93 | 8603 |
| global route | 51000 | 131.11 | 552 | 101.95 | 8603 |
| floorplan | 47000 | 129.59 | 325 | 122.44 | 6531 |
| CTS | 51000 | 131.09 | 493 | 108.60 | 8603 |
placed cells by master (no fill, tap or decap), types with 74 or more instances in the layout:
master,count
sky130_fd_sc_hd__inv_1,667
sky130_fd_sc_hd__a21oi_1,390
sky130_fd_sc_hd__o21a_1,144
sky130_fd_sc_hd__o21ai_0,294
sky130_fd_sc_hd__xor2_1,152
sky130_fd_sc_hd__a21o_1,180
sky130_fd_sc_hd__nand2_1,877
sky130_fd_sc_hd__clkdlybuf4s50_1,99
sky130_fd_sc_hd__a31oi_1,80
sky130_fd_sc_hd__buf_4,183
sky130_fd_sc_hd__nand3_1,129
sky130_fd_sc_hd__fa_1,409
sky130_fd_sc_hd__and2_1,84
sky130_fd_sc_hd__nor3_1,166
sky130_fd_sc_hd__ha_1,687
sky130_fd_sc_hd__xnor2_1,301
sky130_fd_sc_hd__or3_1,74
sky130_fd_sc_hd__nor2_1,560
critical path, delay by kind of cell:
kind	cells	cell delay (ns)
AOI/OAI and AO/OA	164	47.78
adders and majority gates	31	10.25
buffers and inverters	20	5.62
muxes	7	3.03
and+or+nand+nor	78	20.13
power groups by stage:
| stage | registers (uW) | logic [uW] | clock network [uW] |
|---|---|---|---|
| 4_1_cts | 0 | 493 | 0 |
| 5_1_grt | 0 | 552 | 0 |
layout make-up:
| cell class | instances | area (sq um) | area share (%) |
|---|---|---|---|
| inverter | 680 | 2550 | 5.00 |
| antenna | 6 | 15.0 | 0.0294 |
| tap | 2044 | 2560 | 5.01 |
| timing repair buffer | 283 | 2370 | 4.64 |
| multi-input combinational | 5596 | 43600 | 85.3 |
metal layers:
metal | routed length, microns | GRT usage [%] | up-vias
met5 | 131 | 0 | -
met4 | 9270 | 9.37 | 22
met3 | 21900 | 8.60 | 425
li1 | - | - | 22918
met2 | 88200 | 39.5 | 2123
met1 | 92500 | 37.9 | 23563
Power is estimated from default activity; no workload was simulated.
